--- config.mk ---
export PLATFORM = sky130hd
export DESIGN_NAME = mpc106fsm
export DESIGN_NICKNAME = mpc106fsm
export VERILOG_FILES = /design/flow/design.v
export SDC_FILE = /design/flow/constraint.sdc
export NUM_CORES = 4
export LEC_CHECK = 1
export CORE_AREA = 10 10 84 84
export DIE_AREA = 0 0 94 94
--- design.v ---
`timescale 1ns / 1ps
module mpc106fsm (AACK, ARTRY, A, BG0, BR0, CLK, CS, DBG0, DH, DL, SDCAS, SDMA, SDRAS, TA, TBST, TS, TSIZ, TT, WE, WT);
input   BR0;
input   CLK;
input   [0:31]DL;
input   TBST;
input   TS;
input   [0:2]TSIZ;
input   WT;
output  AACK;
output  ARTRY;
output  BG0;
output  [0:7]CS;
output  DBG0;
input  [0:31]DH;
output  SDCAS;
output  [0:11]SDMA;
output  SDRAS;
output  TA;
output  WE;
input   [0:31]A;
inout   [0:4]TT;
reg     AACK;
reg     ARTRY;
tri     [0:31]A;
reg     [0:31]ino_A;
reg     BG0;
wire    BR0;
wire    CLK;
reg     [0:7]CS;
reg     DBG0;
tri     [0:31]DH;
reg     [0:31]ino_DH;
wire    [0:31]DL;
reg     SDCAS;
reg     [0:11]SDMA;
reg     SDRAS;
reg     TA;
wire    TBST;
wire    TS;
wire    [0:2]TSIZ;
tri     [0:4]TT;
reg     [0:4]ino_TT;
reg     WE;
wire    WT;
reg [3:0]CurrState_Sreg0, NextState_Sreg0;
reg  [0:2]Siz, next_Siz;
integer X;
reg  [0:31]adr, next_adr;
reg  [0:7]chip, next_chip;
reg  [0:31]date, next_date;
always @ (TT or A or DL or BR0 or adr or chip or CurrState_Sreg0)
begin : Sreg0_NextState
	NextState_Sreg0 <= CurrState_Sreg0;
	next_adr = adr;
	next_chip = chip;
	case (CurrState_Sreg0)	// synopsys parallel_case full_case
		4'b0000:
		begin
			AACK<=1'b1;
			ARTRY<=1'b1;
			TA<=1'b1;
			CS<="11111111";
			SDRAS<=1'b1;
			SDCAS<=1'b0;
			WE<=1'b1;
			BG0<=1'b1;
			DBG0<=1'bZ;
			ino_TT <= TT;
			if (BR0 == 1'b0)
				NextState_Sreg0 <= 4'b0001;
			else if (BR0!=1'b0)
				NextState_Sreg0 <= 4'b0000;
		end
		4'b0001:
		begin
			BG0<=1'b0;
			DBG0<=1'bZ;
			if (BR0==1'b1)
				NextState_Sreg0 <= 4'b0001;
			else if (BR0!=1'b1)
				NextState_Sreg0 <= 4'b0101;
		end
		4'b0010:
		begin
			BG0<=1'b0;
			DBG0<=1'bZ;
			if (BR0!=1'b1)
				NextState_Sreg0 <= 4'b0010;
			else if (BR0==1'b1)
				NextState_Sreg0 <= 4'b0100;
		end
		4'b0011:
		begin
			AACK<=1'b1;
			ARTRY<=1'b1;
			TA<=1'b1;
			CS<="11111111";
			WE<=1'b1;
			BG0<=1'b1;
			DBG0<=1'bZ;
			ino_TT <= TT;
			ino_A <= A;
			SDRAS<=1'b1;
			SDCAS<=1'b1;
			if (BR0==1'b0)
				NextState_Sreg0 <= 4'b0010;
			else if (BR0!=1'b0)
				NextState_Sreg0 <= 4'b0011;
		end
		4'b0100:
		begin
			BG0<=1'bZ;
			DBG0<=1'b0;
			adr <= A;
			SDMA[0] <= A[9];
			SDMA[1] <= A[10];
			SDMA[2] <= A[11];
			SDMA[3] <= A[12];
			SDMA[4] <= A[13];
			SDMA[5] <= A[14];
			SDMA[6] <= A[15];
			SDMA[7] <= A[16];
			SDMA[8] <= A[17];
			SDMA[9] <= A[18];
			SDMA[10] <= A[19];
			SDMA[11] <= A[20];
			ARTRY<=1'b1;
			NextState_Sreg0 <= 4'b1000;
		end
		4'b0101:
		begin
			BG0<=1'bZ;
			DBG0<=1'b0;
			adr <= A;
			SDMA[0] <= A[6];
			SDMA[1] <= A[9];
			SDMA[2] <= A[7];
			SDMA[3] <= A[8];
			SDMA[4] <= A[21];
			SDMA[5] <= A[22];
			SDMA[6] <= A[23];
			SDMA[7] <= A[24];
			SDMA[8] <= A[25];
			SDMA[9] <= A[26];
			SDMA[10] <= A[27];
			SDMA[11] <= A[28];
ARTRY<=1'b1;
			NextState_Sreg0 <= 4'b0110;
		end
		4'b0110:
		begin
			BG0<=1'bZ;
			DBG0<=1'bZ;
			AACK<=1'b0;
			SDRAS<=1'b1;
			chip <= "11111110";
			CS<="11111110";
			SDCAS<=1'b0;
			NextState_Sreg0 <= 4'b0111;
		end
		4'b0111:
		begin
			TA<=1'b0;
			AACK<=1'b1;
			SDRAS<=1'b1;
            BG0<=1'bZ;
			SDCAS<=1'b1;
			WE<=1'b0;
			TA<=1'b1;
			NextState_Sreg0 <= 4'b0011;
		end
		4'b1000:
		begin
			BG0<=1'bZ;
			DBG0<=1'bZ;
			AACK<=1'b0;
			SDRAS<=1'b0;
			chip <= "11111110";
			CS<="11111110";
			SDCAS<=1'b1;
			NextState_Sreg0 <= 4'b1001;
		end
		4'b1001:
		begin
			TA<=1'b0;
			AACK<=1'b1;
			SDRAS<=1'b1;
BG0<=1'bZ;
			SDRAS<=1'b1;
			SDCAS<=1'b1;
			WE<=1'b0;
			TA<=1'b1;
			NextState_Sreg0 <= 4'b0000;
		end
	endcase
end
always @ (posedge CLK)
begin : Sreg0_CurrentState
	CurrState_Sreg0 <= NextState_Sreg0;
end
initial CurrState_Sreg0 <= 4'b0000;
always @ (posedge CLK)
begin : Sreg0_RegOutput
	adr <= next_adr;
	chip <= next_chip;
end
assign TT = ino_TT;
endmodule
--- run.sh ---
#!/bin/bash
# OpenROAD 26Q1-2900-gdf79404cd8, Yosys 0.63+post, stock flow scripts
make -C /OpenROAD-flow-scripts/flow DESIGN_CONFIG=/design/flow/config.mk WORK_HOME=/design/flow/orfs finish
--- constraint.sdc ---
current_design mpc106fsm

set clk_period 2.5
set clk_io_pct 0.2

create_clock -name clk0 -period $clk_period [get_ports {CLK}]

set non_clock_inputs [all_inputs -no_clocks]
set_input_delay [expr $clk_period * $clk_io_pct] -clock clk0 $non_clock_inputs
set_output_delay [expr $clk_period * $clk_io_pct] -clock clk0 [all_outputs]
==> reports/qor.yml <==
placed_design:
  dp_cells: 196
  dp_hpwl_microns: 1790
  io_buffers: 42
  place_congestion: 0.768
  place_ws_ns: 0.715
worst_hold_path:
  min_path_type: "flip-flop to flip-flop"
detailed_routing:
  dr.first_iter.drc_count: 15
  ant_nets: 0
  wirelength_microns: 2220
  drc: 0
  diodes: 0
  post_drt_via_cell_ratio: 3.67
  first_pass_iters: 3
  vias: 730
  post_drt_wl_per_cell_microns: 11.1
global_routing:
  grt_max_degree: 17
  antenna_found_initial: 0
  grt_pass1_vias: 689
  track_usage_pct: 4.63
  grt_first_pass_wirelength_microns: 3370
  gr-total-overflow: 0
yosys:
  synth_cell_types: 33
  ys_ff: 22
  synth_area_sq_um: 926
  synth-edff-count: 4
  syn_inst: 91
  yosysWarnings: 15
  synth_area_per_cell_sq_um: 10.2
  yosys-stat-cells: 91
  synthFlopType: "dlxtp_1"
  top_cell_area_share_pct: 19.5
  ys_area_sq_um: 926
  topCellsByArea: "dlxtp_1 19%, mux2_4 16%, edfxtp_1 13%"
  async_flop_share_pct: 0
  synth_top_cell_by_count: "dlxtp_1"
  synthTopCellsByCount: "12 x dlxtp_1, 10 x buf_4, 10 x mux2_4"
  synth_top_cell_by_area: "dlxtp_1"
sta:
  fin_crit_sh_pct: 66.0
  hold_violations: 0
  fin_worst_skew_ns: 0.00316
  rsz0062_at_grt: "false"
  untimed_endpoints: 41
  finalSetupViolCount: 0
  tightest_slew_ns: 0.710
  fin_ws_ns: 0.851
  drv_slew: 0
  unclocked_regs: 18
  timing.setup.tns_ns: 0
  period_needed_ns: 1.65
  fmax_mhz: 607
  slew_headroom_pct: 52.5
cells_and_area:
  drive_above_1_share_pct: 13.2
  stdcell_count: 199
  post-route-util_pct: 26.7
  syn2layout_area_growth_pct: 50.3
die:
  die_area_sq_um: 8840
  chipWidth_microns: 94
  core_sq_um: 5200
  io_pins: 137
  die_y_microns: 94
  row_count: 26
  fp_util_pct: 17.8
critical_path:
  crit_arrival_ns: 1.58
  critical-path-slowest-cell: "edfxtp_1"
  worst_setup_path_end_kind: "flip-flop"
  critPathMaxStageDelay_ns: 0.59
  crit_chain: "or2_1 -> nand2_1 -> o221ai_1"
  worstSetupPathType: "flip-flop to flip-flop"
  start_kind: "flip-flop"
  required_ns: 2.43
  crit_fanout: 16
pwr:
  vdd_ir_drop_max_mv: 0.573
  leakagePower_nw: 0.574
  power.density_nw_per_um2: 744
  power.total_mw: 1.03
cts:
  htreeDepth: 1
  worstSkewPairLatency_ns: 0.21
  clk_pin_slew_ns: 0.03
  clk_root_buffer_cell: "clkbuf_8"
  cts_made_buffers: 3
  cts_hold_buf: 0
  tritoncts: "built"
  post_cts_buffers: 0
  cts_resized: 0
  cts_buffer_depth: 2
run:
  warning_count: 109
  maxCapViolations: 0
run_status:
  status: "finished, final reports clean"
## per-stage QoR
| stage | area, sq um | hold slack (ns) |
|---|---|---|
| floorplan | 956 | 0.729 |
| CTS | 1390 | 0.870 |
| global route | 1390 | 0.921 |
| global placement | 1350 | 0.866 |
| detailed placement | 1350 | 0.866 |
| finish | 1390 | 0.852 |
## flip-flops by register name (all words and copies together), names as in the netlist
register,count
BG0,1
SDCAS,1
SDRAS,1
WE,1
AACK,1
CurrState_Sreg0,4
SDMA,12
CS,1
## final timing paths
kind                            cells after the start  slack, ns                  to          startpoint
worst max-delay path                                3       0.85  CurrState_Sreg0[0]  CurrState_Sreg0[1]
worst max register to register                      3       0.85  CurrState_Sreg0[0]  CurrState_Sreg0[1]
worst min-delay path                                1       0.85  CurrState_Sreg0[2]  CurrState_Sreg0[3]
worst min register to register                      1       0.85  CurrState_Sreg0[2]  CurrState_Sreg0[3]
## cells by family (layout without fill, tap and decap cells)
kind of cell | count (synthesis) | count (layout) | share of synthesized area (%)
xor+xnor | 1 | 1 | 0.946
latches | 18 | 18 | 29.2
flops | 4 | 4 | 13.0
buf+inv | 17 | 47 | 13.1
mux | 13 | 13 | 19.7
other cells | 2 | 10 | 0.811
compound gates | 14 | 14 | 9.33
simple gates | 22 | 22 | 13.9
## cells in the final DEF, fill, tap and decap left out
cell type | Yosys | routed
clkdlybuf4s50_1 | 0 | 42
dlxtp_1 | 12 | 12
mux2_4 | 10 | 10
conb_1 | 2 | 10
dlxtn_1 | 6 | 6
a21oi_1 | 5 | 5
edfxtp_1 | 4 | 4
o21ai_0 | 4 | 4
nor2_1 | 4 | 4
nand2b_1 | 3 | 3
nor2b_1 | 3 | 3
nand2_1 | 3 | 3
clkbuf_8 | 0 | 3
inv_1 | 2 | 2
mux2_2 | 2 | 2
nor3b_2 | 1 | 1
or2_1 | 1 | 1
nor3b_1 | 1 | 1
xnor2_1 | 1 | 1
nor3_1 | 1 | 1
or3_1 | 1 | 1
a21o_1 | 1 | 1
a2111o_1 | 1 | 1
o221ai_1 | 1 | 1
a211oi_1 | 1 | 1
nand3b_1 | 1 | 1
a31oi_1 | 1 | 1
mux2i_1 | 1 | 1
nor4_1 | 1 | 1
and2_4 | 1 | 1
nand3_1 | 1 | 1
## where the power goes
| part | switching, mW | leakage (nW) | internal, mW | total, mW |
|---|---|---|---|---|
| combinational | 0.182 | 0.362 | 0.316 | 0.497 |
| clock | 0.0293 | 0.0216 | 0.102 | 0.132 |
| sequential | 0.115 | 0.190 | 0.291 | 0.406 |
| total | 0.326 | 0.574 | 0.709 | 1.03 |
## worst max-delay path, delay by kind of cell (launching register included)
kind             cells  cell delay, ns
AND/OR/NAND/NOR      2            0.61
flip-flops           1            0.59
AND-OR/OR-AND        1            0.17
## area by class of cell
type                    instances  area (sq um)
repair buffers                 42           420
well taps                      70          87.6
inverters                       2          7.51
clock buffers                   3          41.3
flip-flops and latches         22           390
fillers                       565          3810
multi-input cells              60           444
## metal layers
layer	track usage, %	part of all wire [%]	vias up
met5	0	0	-
met4	0.506	0.54	0
met3	1.45	7.7	2
met2	6.80	40	35
met1	6.72	52	324
li1	-	-	369
Power is estimated from default activity; no workload was simulated.
